`design.v`:
```
module kbd_inf #(
  parameter                   P_DET_TIMEOUT       = 32'd65535
)
(
  input wire                  clk,
  input wire                  rst_n,
  input   wire                ps2_clk,
  inout   wire                ps2_dat,
  output  reg   [7:0]         scode,
  output  reg                 scode_en,
  output  wire  [7:0]         rx_err,
  output  wire  [7:0]         tx_err
);
  localparam                  LP_STATE_IDLE       = 2'b00;
  localparam                  LP_STATE_RX         = 2'b01;
  logic         [2:0]         pclk_ff;                                                     
  logic         [2:0]         pdat_ff;                                                     
  logic                       pclk_pos;                                                    
  logic                       pclk_neg;                                                    
  logic                       stb;                                                         
  logic                       spb;                                                         
  logic         [3:0]         pclk_cnt;                                                    
  logic         [1:0]         state;                                                       
  logic                       odd_pty;                                                     
  logic         [9:0]         rx_reg;                                                      
  logic         [31:0]        tocnt;                                                    
  logic                       to;
  logic                       pty_err;
  logic                       stp_err;
  logic                       tout_err;
  logic                       host_oe;
  assign                      host_oe             =   1'b0;
  always_ff @( posedge clk, negedge rst_n ) begin
    if(~rst_n) begin
                              pclk_ff             <=  3'b111;
                              pdat_ff             <=  3'b111;
    end
    else begin
                              pclk_ff             <=  {pclk_ff[1:0], ps2_clk};
                              pdat_ff             <=  {pdat_ff[1:0], ps2_dat};
    end
  end
  assign                      pclk_pos            =   !pclk_ff[2] & pclk_ff[1];
  assign                      pclk_neg            =   pclk_ff[2] & !pclk_ff[1];
  assign                      stb                 =   (state == LP_STATE_IDLE) & (pclk_cnt == 4'd0) & (pdat_ff[2] == 1'b0) & pclk_neg;
  assign                      spb                 =   (state == LP_STATE_RX)   & (pclk_cnt == 4'd9) & (pdat_ff[2] == 1'b1) & pclk_neg;
  tri_state	tri_clk_inst (
                              .oe                 ( 0 ),
                              .id                 ( ps2_mst_clk ),
                              .od                 ( ps2_clk     )
  );
  tri_state	tri_dat_inst (
                              .oe                 ( 0 ),
                              .id                 ( ps2_mst_dat ),
                              .od                 ( ps2_dat     )
  );
  always_ff @( posedge clk, negedge rst_n ) begin
    if(!rst_n) 
                              pclk_cnt            <=  4'd0;
    else if(state == LP_STATE_RX)
      if( pclk_neg )
        if(pclk_cnt >= 4'd9 )
                              pclk_cnt            <=  4'd0;
        else
                              pclk_cnt            <=  pclk_cnt + 4'd1;
      else
                              pclk_cnt            <=  pclk_cnt;
    else
                              pclk_cnt            <=  4'd0;
  end
  always_ff @( posedge clk, negedge rst_n ) begin
    if(!rst_n) 
                              state               <=  LP_STATE_IDLE;
    else
      case(state)
          LP_STATE_IDLE:
            if(stb)
                              state               <=  LP_STATE_RX;
            else
                              state               <=  state;
          LP_STATE_RX:
            if(spb || to)
                              state               <=  LP_STATE_IDLE;
            else
                              state               <=  state;
          default:                                                                         
                              state               <=  LP_STATE_IDLE;
      endcase
  end
  assign                      tout_det_on         =   state <= 4'd9;
  always_ff @( posedge clk, negedge rst_n ) begin
    if(!rst_n) 
                              odd_pty             <=  1'b1;
    else if(state == LP_STATE_RX)
      if(pclk_neg)
                              odd_pty             <=  odd_pty ^ pdat_ff[2];                
      else
                              odd_pty             <=  odd_pty;
    else
                              odd_pty             <=  1'b1;                                
  end
  always_ff @( posedge clk, negedge rst_n ) begin
    if(!rst_n) 
                              rx_reg          <=  10'd0;
    else if( state == LP_STATE_RX )
        if(pclk_neg)
                              rx_reg          <=  {pdat_ff[2], rx_reg[9:1]};               
        else
                              rx_reg          <=  rx_reg;
    else
                              rx_reg          <=  rx_reg;
  end
  always_ff @( posedge clk, negedge rst_n ) begin
    if(!rst_n) begin
                              scode               <=  8'd0;
                              scode_en            <=  1'b0;
    end
    else if( spb ) begin  
                              scode               <=  rx_reg[8:1];                         
                              scode_en            <=  1'b1;
    end
    else begin
                              scode               <=  scode;
                              scode_en            <=  1'b0;
    end
  end
  always_ff @( posedge clk, negedge rst_n ) begin
    if(!rst_n) 
                              tocnt               <=  32'd0;
    else if(state == LP_STATE_RX)
      if(tocnt == P_DET_TIMEOUT)
                              tocnt               <=  tocnt;                               
      else if(pclk_pos || pclk_neg)
                              tocnt               <=  32'd0;                               
      else
                              tocnt               <=  tocnt + 32'd1;
    else
                              tocnt               <=  32'd0;
  end
  assign                      to                  =   (tocnt == (P_DET_TIMEOUT - 32'd1));
  always_ff @( posedge clk, negedge rst_n ) begin
    if(!rst_n) 
                              pty_err             <=  1'b0;
    else if(stb)
                              pty_err             <=  1'b1;                                
    else if( (state == LP_STATE_RX) && (pclk_cnt == 4'd8) && (odd_pty == pdat_ff[2]) )
      if(pclk_neg)
                              pty_err             <=  1'b0;
      else
                              pty_err             <=  pty_err;
    else
                              pty_err             <=  pty_err;
  end
  always_ff @( posedge clk, negedge rst_n ) begin
    if(!rst_n) 
                              stp_err             <=  1'b0;
    else if(stb)
                              stp_err             <=  1'b1;                                
    else if(spb)
                              stp_err             <=  1'b0;
    else
                              stp_err             <=  stp_err;
  end
  always_ff @( posedge clk, negedge rst_n ) begin
    if(!rst_n) 
                              tout_err            <=  1'b0;
    else if(stb)
                              tout_err            <=  1'b0;                                
    else if( state == LP_STATE_RX )
      if( to )
                              tout_err            <=  1'b1;
      else
                              tout_err            <=  tout_err;
    else
                              tout_err            <=  tout_err;
  end
  assign                      rx_err              =   {5'd0, tout_err, stp_err, pty_err};
  assign                      tx_err              =   8'd0;
endmodule 
module tri_state (
  input   wire                oe,
  input   wire                id,
  output  wire                od
);
  assign                      od                  =   oe ? id : 1'bz;   
endmodule
```
`run.sh`:
```
#!/bin/bash
# OpenROAD 26Q1-2900-gdf79404cd8, Yosys 0.63+post, stock flow scripts
make -C /OpenROAD-flow-scripts/flow DESIGN_CONFIG=/design/flow/config.mk WORK_HOME=/design/flow/orfs finish
```
`config.mk`:
```
export PLATFORM = sky130hd
export DESIGN_NAME = kbd_inf
export DESIGN_NICKNAME = kbd_inf
export VERILOG_FILES = /design/flow/design.v
export SDC_FILE = /design/flow/constraint.sdc
export NUM_CORES = 4
export LEC_CHECK = 1
export CORE_UTILIZATION = 40
```
`constraint.sdc`:
```
current_design kbd_inf

set clk_period 4.3
set clk_io_pct 0.2

create_clock -name clk0 -period $clk_period [get_ports {clk}]

set non_clock_inputs [all_inputs -no_clocks]
set_input_delay [expr $clk_period * $clk_io_pct] -clock clk0 $non_clock_inputs
set_output_delay [expr $clk_period * $clk_io_pct] -clock clk0 [all_outputs]
```
==> Table 3: Implementation characteristics <==
Summary of implementation characteristics

Parameter                              Value

Yosys
  Top cells by area in the synthesized netlist .................. sky130_fd_sc_hd__dfrtp_1 46%, sky130_fd_sc_hd__mux2_2 6.0%, sky130_fd_sc_hd__buf_4 4.7%, sky130_fd_sc_hd__xor2_1 4.4%, sky130_fd_sc_hd__dfstp_2 4.1%
  Yosys xor share .................. 0.0496
  Dominant combinational family .................. simple AND/OR/NAND/NOR gates
  Synth cell types .................. 49
  Post-synth area from yosys stat .................. 0.00318 sq mm
  Simple-Gate Area Share .................. 0.207
  Mux area share .................. 0.0603
  Post-Synth AOI/OAI Area .................. 0.0929
  Number of flip-flops and latches in the synthesized netlist .................. 63
  Cell taking the most area after synthesis .................. sky130_fd_sc_hd__dfrtp_1
  Most used standard cell by instance count after synthesis .................. sky130_fd_sc_hd__dfrtp_1
  Post-synth EDFFs .................. 0
  Main synth FF type .................. sky130_fd_sc_hd__dfrtp_1
  Share of synthesized registers carrying an async set or reset .................. 1.00
  Commonest cells in the netlist .................. 58 x sky130_fd_sc_hd__dfrtp_1, 22 x sky130_fd_sc_hd__nand2_1, 22 x sky130_fd_sc_hd__nor2_1, 20 x sky130_fd_sc_hd__buf_4, 18 x sky130_fd_sc_hd__o21ai_0
  Number of warnings printed during yosys synthesis .................. 7
  Yosys stat cell total .................. 300
  Portion of the post-synthesis area used by sequential elements .................. 0.498
  Share of the synthesized area in the top cell type .................. 0.457
  Adder and majority gate portion of the synthesized area .................. 0.0236

Run status
  Stop stage .................. 1_2_yosys
  Outcome .................. stopped before the end
  Run Error .................. ERROR: Found 1 problems in 'check -assert'.
==> cells by family after synthesis <==
group,count (synthesis)
mux,17
compound gates,51
other cells,1
xor+xnor,18
fa+ha+maj,6
simple gates,108
buf+inv,36
flops,63
